## flow/run.sh

```bash
#!/bin/bash
# OpenROAD 26Q1-2900-gdf79404cd8, Yosys 0.63+post, stock flow scripts
make -C /OpenROAD-flow-scripts/flow DESIGN_CONFIG=/design/flow/config.mk WORK_HOME=/design/flow/orfs finish
```

## flow/config.mk

```make
export PLATFORM = sky130hd
export DESIGN_NAME = sign_extension
export DESIGN_NICKNAME = sign_extension
export VERILOG_FILES = /design/flow/design.v
export SDC_FILE = /design/flow/constraint.sdc
export NUM_CORES = 4
export LEC_CHECK = 1
export CORE_AREA = 10 10 70 70
export DIE_AREA = 0 0 80 80
```

## flow/constraint.sdc

```tcl
current_design sign_extension

set clk_period 1.7
set clk_io_pct 0.2

create_clock -name clk0 -period $clk_period

set non_clock_inputs [all_inputs -no_clocks]
set_input_delay [expr $clk_period * $clk_io_pct] -clock clk0 $non_clock_inputs
set_output_delay [expr $clk_period * $clk_io_pct] -clock clk0 [all_outputs]
```

## flow/design.v

```verilog
module sign_extension 
(	
	output reg [31:0] Out, 
	input [31:0] In, 
	input [1:0] dataSize, 
	input E
);
	parameter BYTE = 2'b00;
	parameter HALF = 2'b01;
	parameter WORIn = 2'b10;
always @ (*)
if (E) 
  case(dataSize)
				BYTE:
						if(In[7] === 1'b1)
						begin
						Out = 32'h000000FF & In;
						Out = 32'hFFFFFF00 | In;	
						end
						else 
						begin
						Out = 32'h000000FF & In;
						end
				HALF:
						if(In[15] === 1'b1)
						begin
						Out = 32'h0000FFFF & In;
						Out = 32'hFFFF0000 | In;	
						end
						else 
						begin
						Out = 32'h0000FFFF & In;
						end
				WORIn:
						if(In[31] === 1'b1)
						begin
						Out = 32'hFFFFFFFF & In;
						Out = 32'h80000000 | In;	
						end
						else 
						begin
						Out = 32'hFFFFFFFF & In; 
						end
				default:
						Out<=32'h80000000 |In; 
	endcase
else if (!E) 
begin
   case(dataSize)
				BYTE:  Out = 32'h000000FF & In;
				HALF:  Out = 32'h0000FFFF & In;	
				WORIn: Out = 32'hFFFFFFFF & In;	
				default:
						Out<=32'h80000000 |In; 
	endcase
end
endmodule 
```

==> ci_impl_report.md <==
### Metrics collected by this job

| Metric | Value |
|---|---|
| N_diodes | 0 |
| Drt total wl | 2110 um |
| Biggest area cells | o21ai_2, nand2_1, o21ai_0 |
| Core area | 3420 um2 |
| Yosys cell count | 67 |
| Die width | 80 um |
| Post-Synth Adder-Cell Area | 0 |
| Fin util | 0.316 |
| Post-route ant nets | 0 |
| # IOs | 67 |
| Sw frac | 0.329 |
| Slew @ Worst Pin | 0.231 ns |
| Setup crit end kind | output pin |
| Post-route minimum period | 1.66 ns |
| Distinct cells, synth | 11 |
| Via-per-instance ratio | 3.75 |
| Flop area | 0 um2 |
| Post-Synth XOR/XNOR Area | 0 |
| Placer Congestion | 0.700 |
| Gr usage total | 0.0628 |
| Flop count | 0 |
| Largest net degree at the start of global routing | 16 |
| Comb area leader | AND-OR/OR-AND gates |
| HP Class | primary input to output pin |
| Static leakage | 0.536 nW |
| Port Buffers | 53 |
| Drt first pass iters | 4 |
| DP HPWL | 1640 um |
| Post-Syn Area per Cell | 5.96 um2 |
| Crit-path max FO | 6 |
| Setup crit start kind | primary input |
| Die Height | 80 um |
| Final setup TNS | 0 ns |
| Global-route wire length before repair | 3350 um |
| Row cnt | 21 |
| Period utilisation layout | 0.977 |
| HP Start | In[0] |
| RSZ-0062 raised after global routing | false |
| Cell type with the largest total area | o21ai_2 |
| Iteration-0 DRC Markers | 12 |
| Antenna violations before repair | 0 |
| Final Hold Vio Count | 0 |
| Ao+oa area frac | 0.395 |
| OpenROAD warnings | 33 |
| Worst Path Required | 1.36 ns |
| Syn Inst Count | 67 |
| Switch Pwr | 0.0863 mW |
| Simple-Gate Area Share | 0.304 |
| Proportion of layout cells with a drive suffix above 1 | 0.303 |
| DRC errors left | 0 |
| Die area | 6400 um2 |
| FP Util | 0.117 |
| Synth-to-Final Area Change | 171% |
| Number of clock buffers in the layout | 0 |
| Warnings, synthesis | 1 |
| Internal power | 0.176 mW |
| Netlist Area Pre-Place | 399 um2 |
| Top cells by count | nand2_1, o21ai_0, o21ai_2 |
| Grt total ovfl | 0 |
| Wirelength per Cell | 12.8 um |
| PD cells | 243 nW/um2 |
| Sequential Power Share | 0 |
| Yosys Chip Area | 399 um2 |
| Gate power share | 1.000 |
| Count leader, synth | nand2_1 |
| Post-DP Area | 973 um2 |
| Max-area cell share | 0.219 |
| Vias in the first global route | 672 |
| Clock Power Share | 0 |
| WP data arrival | 1.32 ns |
| Final Setup Violations | 0 |
| Worst vdd ir | 0.0961 mV |
| Final instance area | 1080 um2 |
| Run status | finished clean |
| Vias post-DR | 618 |
| Worst setup path startpoint | In[7] |
| FILL cells | 362 |
| Sequential share of the synthesized area | 0 |
| Max Freq | 602 MHz |
| Slew HR | 0.843 |
| MaxCap Viol Count | 0 |
| Slew Viols, Final | 0 |
| Setup CP Type | primary input to output pin |
| Multiplexer share | 0.0345 |
-- logic make-up (layout without fill, tap and decap cells) --
family,after synthesis,after routing
mux,1,1
simple gates,27,28
buf+inv,15,66
compound gates,24,24
-- layout by cell type, fill, tap and decap left out, types with 2 or more instances in the layout --
cell type        instances
clkdlybuf4s15_2          2
nand2_1                 22
buf_4                    7
nand3_1                  2
o21ai_2                 13
o21ai_1                  5
dlygate4sd2_1           20
buf_12                   3
dlymetal6s2s_1           4
o21ai_0                  6
clkdlybuf4s50_1         24
buf_6                    3
nand2b_4                 2
-- critical path, stage by stage --
cell,delay (ns)
clkdlybuf4s15_2,0.21
mux2i_4,0.22
buf_12,0.16
buf_12,0.10
o21ai_2,0.04
dlygate4sd2_1,0.25
-- power groups by stage --
stage / Clock (mW) / Combinational [mW] / Sequential (mW)
4_1_cts: 0 / 0.267 / 0
5_1_grt: 0 / 0.288 / 0
6_report: 0 / 0.262 / 0
-- per-stage QoR --
step | power (mW) | hold WS [ns] | std cells | setup WS [ns]
6_report | 0.262 | 0.680 | 165 | 0.0388
5_1_grt | 0.288 | 0.680 | 165 | 0.00627
4_1_cts | 0.267 | 0.680 | 165 | -0.149
3_5_place_dp | 0.256 | 0.680 | 160 | -0.528
3_3_place_gp | 0.253 | 0.680 | 160 | -0.494
2_1_floorplan | 0.0781 | 0.736 | 67 | 0.497
-- cell type report --
| type | count | area, um2 | area share |
|---|---|---|---|
| Multi-Input combinational cell | 53 | 345 | 0.320 |
| Tap cell | 46 | 57.6 | 0.0533 |
| Timing Repair Buffer | 66 | 677 | 0.627 |
-- final timing paths --
check                     end  slack (ns)  cells past startpoint
worst min-delay path   Out[0]        0.68                      0
worst max-delay path  Out[25]        0.04                      6
-- routing by layer --
metal,vias up,part of all wire,track usage
met5,-,0,0
met4,0,0,0.00176
met3,0,0.090,0.0205
met2,24,0.46,0.105
met1,264,0.45,0.0806
li1,330,-,-
-- timing repair --
action	CTS	global route
endpoints found under the setup margin	25	4
cloned	3	0
buffers inserted	2	1
hold endpoints to repair	0	0
pin swaps	0	2
gates resized	48	14
hold buffers	0	0
No activity file was given, so power comes from the tool's default toggle rates.
