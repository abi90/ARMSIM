==> design/flow/config.mk <==
export PLATFORM = sky130hd
export DESIGN_NAME = shifter
export DESIGN_NICKNAME = shifter
export VERILOG_FILES = /design/flow/design.v
export SDC_FILE = /design/flow/constraint.sdc
export NUM_CORES = 4
export LEC_CHECK = 1
export CORE_UTILIZATION = 50
==> design/flow/constraint.sdc <==
current_design shifter

set clk_period 3.6
set clk_io_pct 0.2

create_clock -name clk0 -period $clk_period

set non_clock_inputs [all_inputs -no_clocks]
set_input_delay [expr $clk_period * $clk_io_pct] -clock clk0 $non_clock_inputs
set_output_delay [expr $clk_period * $clk_io_pct] -clock clk0 [all_outputs]
==> design/flow/design.v <==
module shifter(output reg [31:0] Out, output reg Cout, input [31:0] Operand, input [4:0] Amount, input CIn, EN, STA, input [1:0] IR);
reg [63:0] temp;
parameter LSL = 2'b00;
parameter LSR = 2'b01;
parameter ASR = 2'b10;
parameter ROR = 2'b11;
always @ (Amount, Operand, IR)
begin
	if (EN)
	begin
		if (STA)
		begin
				Cout = CIn;
				temp = {Operand, Operand} >> Amount;	 
				Out[31:0] = temp[31:0];
			end
		else
		begin
				case(IR)
					LSL:
					begin
						Cout = Operand[31];
						Out[31:0] = Operand[31:0] << Amount;	 
					end
					LSR:
					begin
						Cout = Operand[0];
						Out[31:0] = Operand[31:0] >> Amount;
					end
					ASR:
					begin
							Cout = CIn;
							Out[31:0]  = $signed(Operand[31:0]) >>> Amount;
					end
					ROR:
					begin
							Cout = CIn;
							temp = {Operand, Operand} >> Amount;	 
							Out[31:0] = temp[31:0];
					end
				endcase
		end
	end
	else 
	begin
		Out = Operand;
		Cout = CIn;
	end
end
endmodule
==> design/flow/run.sh <==
#!/bin/bash
# OpenROAD 26Q1-2900-gdf79404cd8, Yosys 0.63+post, stock flow scripts
make -C /OpenROAD-flow-scripts/flow DESIGN_CONFIG=/design/flow/config.mk WORK_HOME=/design/flow/orfs finish
==> reports/qor.tcl <==
set qor(floorplan.die.height_um) 104
set qor(yosys.stat.chipArea_um2) 5200
set qor(placement.setup.worst_slack_ns) -0.537
set qor(endpoint_type) {top-level output}
set qor(placed_cells_incl_taps) 1161
set qor(last_worst_endpoint_in_the_global_route_repair_timing) {Out[13]}
set qor(ys_cells) 737
set qor(cts_hold_repair.buffers) 0
set qor(syn-instance-count) 737
set qor(port_buffers) 75
set qor(pin_count) 75
set qor(grt_start_max_net_pins) 49
set qor(synthesized_area_divided_by_synthesized_cell_count_um2) 7.06
set qor(dpl.hpwl_um) 22900
set qor(top_area_frac) 0.129
set qor(yosys.cell_types.count) 78
set qor(top_cells_by_area_synth) {mux2i_1, mux4_2, nor2_1}
set qor(synth_area_leader) {mux2i_1}
set qor(synth-warning-count) 1
set qor(placementRows) 36
set qor(stop_stage) {global routing (5_1_grt)}
set qor(routabilityCongestion) 1.29
set qor(firstError) {[ERROR DPL-0036] Detailed placement failed.}
set qor(synth_seq_share) 0
set qor(fp-utilization) 0.525
set qor(die_w_um) 104
set qor(outcome) {did not finish}
set qor(synth.cell_area_um2) 5200
[synth_stat cells, types with 5 or more instances]
library cell,n
a211oi_1,15
a21o_1,5
a21oi_1,31
a221o_1,6
a222oi_1,6
a22oi_1,22
a31oi_1,15
a32oi_1,5
and2_1,5
and3_1,5
buf_1,6
buf_2,24
buf_6,7
clkbuf_1,33
inv_1,7
mux2_1,12
mux2_2,14
mux2_4,7
mux2i_1,67
mux4_2,26
nand2_1,75
nand2b_1,10
nand3_1,32
nand4_1,5
nor2_1,80
nor2b_1,5
nor3_1,22
o211ai_1,10
o21ai_0,37
o21ai_1,6
o221ai_1,9
o22ai_1,28
o2bb2ai_1,7
o31ai_1,5
or3_1,5
[logic make-up after synthesis]
logic type,after synthesis,synth area share
buffers and inverters,85,0.0847
muxes,128,0.323
and+or+nand+nor,264,0.235
AOI/OAI and AO/OA,260,0.357
[stage by stage]
| stage | utilization | hold slack, ns | cell area (um^2) |
|---|---|---|---|
| after CTS | 0.873 | 2.13 | 8650 |
| after global placement | 0.799 | 2.37 | 7920 |
| after floorplan | - | 1.51 | 5200 |
| after detailed placement | 0.799 | 2.39 | 7920 |
[timing repair]
action / in CTS
gates cloned: 1
pin swaps: 46
setup buffers: 20
setup endpoints to repair: 33
gates resized: 252
