`flow/design.v`:
```
module alu_arm (output reg [31:0] out, output reg  CF, NF, VF, ZF, input [3:0] A, input [31:0] da, db, input Cin);
	parameter  AND = 4'b0000;
	parameter  EOR = 4'b0001;
	parameter  SUB = 4'b0010;
	parameter  RSB = 4'b0011;
	parameter  ADD = 4'b0100;
	parameter  ADC = 4'b0101;
	parameter  SBC = 4'b0110;
	parameter  RSC = 4'b0111;
	parameter  TST = 4'b1000;
	parameter  TEQ = 4'b1001;
	parameter  CMP = 4'b1010;
	parameter  CMN = 4'b1011;
	parameter   OR = 4'b1100;
	parameter  MOV = 4'b1101;
	parameter  BIC = 4'b1110;
	parameter  MVN = 4'b1111;
	initial begin
	CF = 0;
	NF = 0;
	VF = 0;
	ZF = 0;
	end
	always @(da,db,A)
	begin
		case(A)
			AND:
			begin
				out = da & db;
				if(out == 0) ZF = 1'b1;
				else ZF = 1'b0;
				NF = out [31];
			end
			OR:
			begin
				out = da | db ;
				if(out == 0) ZF = 1'b1;
				else ZF = 1'b0;
				NF = out [31];
			end
			EOR:
				begin
				out = da ^ db ;
				if(out == 0) ZF = 1'b1;
				else ZF = 1'b0;
				NF = out [31];
				end
			BIC:  
			begin
				out = da & ~db;
				if(out == 0) ZF = 1'b1;
				else ZF = 1'b0;
				NF = out [31];
			end
			CMP:  
			begin
			    {CF, out} = da - db;
				CF = ~CF;
				if((da[31] == 0 && db[31] == 1 && out[31] == 1) || (da[31] == 1 && db[31] == 0 && out[31] == 0))
				 VF = 1;
				else
				 VF = 0;
				if(out == 0) ZF = 1'b1;
				else   ZF = 1'b0;
				 NF = out [31];
			end
			CMN:  
			begin
				{CF, out} = da + db;
					if((da[31] == 0 && db[31] == 0 && out[31] == 1) || (da[31] == 1 && db[31] == 1 && out[31] == 0))
						VF = 1;
					else
						VF = 0;
					if(out == 0) ZF = 1'b1;
					else ZF = 1'b0;
					NF = out [31];
			end
			TST: 
			begin
				out = da & db;
				CF = Cin;
				if(out == 0) ZF = 1'b1;
				else ZF = 1'b0;
				NF = out [31];
			end
			TEQ: 
			begin
				out = da ^ db;
				CF = Cin;
				if(out == 0) ZF = 1'b1;
				else ZF = 1'b0;
				NF = out [31];
			end
			MOV:  
			begin
				out = db;
				if(out == 0) ZF = 1'b1;
				else ZF = 1'b0;
				NF = out [31];
			end
			MVN: 
			begin
				out = ~db;
				if(out == 0) ZF = 1'b1;
				else ZF = 1'b0;
				NF = out [31];
			end
			ADD:
			begin
				{CF, out} = da + db;
				if((da[31] == 0 && db[31] == 0 && out[31] == 1) || (da[31] == 1 && db[31] == 1 && out[31] == 0))
					VF = 1;
				else
					VF = 0;
				if(out == 0) ZF = 1'b1;
				else ZF = 1'b0;
				NF = out [31];
			end
			ADC: 
			begin
				{CF, out} = da + db + Cin;
				if((da[31] == 0 && db[31] == 0 && out[31] == 1) || (da[31] == 1 && db[31] == 1 && out[31] == 0))
					VF = 1;
				else
					VF = 0;
				if(out == 0) ZF = 1'b1;
				else ZF = 1'b0;
				NF = out [31];
			end
			SUB: 
			begin
				{CF, out} = da - db;
				if((da[31] == 0 && db[31] == 1 && out[31] == 1) || (da[31] == 1 && db[31] == 0 && out[31] == 0))
					VF = 1;
				else
					VF = 0;
				if(out == 0) ZF = 1'b1;
				else ZF = 1'b0;
				NF = out [31];
			end
			SBC: 
			begin
				{CF, out} = da - db - ~Cin;
				CF = ~CF;
				if((da[31] == 0 && db[31] == 1 && out[31] == 1) || (da[31] == 1 && db[31] == 0 && out[31] == 0))
					VF = 1;
				else
					VF = 0;
				if(out == 0) ZF = 1'b1;
				else ZF = 1'b0;
				NF = out [31];
			end
			RSB: 
			begin
				{CF, out} = db - da;
				if((db[31] == 0 && da[31] == 1 && out[31] == 1) || (db[31] == 1 && da[31] == 0 && out[31] == 0))
					VF = 1;
				else
					VF = 0;
				if(out == 0) ZF = 1'b1;
				else ZF = 1'b0;
				NF = out [31];
			end
			RSC: 
			begin
				{CF, out} = db - da - ~Cin;
				CF = ~CF;
				if((db[31] == 0 && da[31] == 1 && out[31] == 1) || (db[31] == 1 && da[31] == 0 && out[31] == 0))
					VF = 1;
				else
					VF = 0;
				if(out == 0) ZF = 1'b1;
				else ZF = 1'b0;
				NF = out [31];
			end
		endcase
	end
endmodule
```
`flow/run.sh`:
```
#!/bin/bash
# OpenROAD 26Q1-2900-gdf79404cd8, Yosys 0.63+post, stock flow scripts
make -C /OpenROAD-flow-scripts/flow DESIGN_CONFIG=/design/flow/config.mk WORK_HOME=/design/flow/orfs finish
```
`flow/config.mk`:
```
export PLATFORM = sky130hd
export DESIGN_NAME = alu_arm
export DESIGN_NICKNAME = alu_arm
export VERILOG_FILES = /design/flow/design.v
export SDC_FILE = /design/flow/constraint.sdc
export NUM_CORES = 4
export LEC_CHECK = 1
export CORE_UTILIZATION = 50
```
`flow/constraint.sdc`:
```
current_design alu_arm

set clk_period 15.9
set clk_io_pct 0.2

create_clock -name clk0 -period $clk_period

set non_clock_inputs [all_inputs -no_clocks]
set_input_delay [expr $clk_period * $clk_io_pct] -clock clk0 $non_clock_inputs
set_output_delay [expr $clk_period * $clk_io_pct] -clock clk0 [all_outputs]
```
==> run notes <==
• 7.58 — via count normalized by instance count
• 0.663 — Sw Share
• 76.0 mm — final WL
• input port to output port — critical path class
• 26 — number of detailed-route iterations in the first pass
• 0 — number of antenna-violating nets in the routed design
• 1 — Synthesis Warnings
• 109 mm — global-route wire length before repair
• dlxtn_1 — most common flop cell mapped by yosys
• 0.557 — GR Util All Layers
• 0 — post-synthesis async set-or-reset flop share
• 0 — DRC Markers
• 0.568 — core utilization of the finished layout
• no — setup repair after global routing missed its margin
• 38 — largest net degree at the start of global routing
• 31.1 um — average wire per cell in the routed design
• 166 um — DIE WIDTH
• input port — launching element type of the critical path
• 0 — Post CTS Setup Buffer Count
• 3 — number of antenna violations at the first check in global routing
• 27400 um^2 — Die ar.
• 2 — number of synthesized register bits
• 0 — Setup Viol. Count Final
• 13400 um^2 — Chip Area, Yosys
• 0 — number of slew-limit violations in the final report
• complete, no violations — outcome
• nor4_1 — critical-path cell with the highest stage delay
• clkdlybuf4s50_1 — most common cell type on the critical path
• 18519 — number of vias after detailed routing
• 0.848 — cycle use final
• 0 — count of flip-flops with a built-in enable after synthesis
• 0 — number of hold-repair buffers added at the cts stage
• 551 uW — power dissipated by switching net loads
• 0 — total congestion overflow
• 166 um — vertical extent of the die
• 0.00541 uW — cell leakage power
• 105 — top-level I/O count
• 16394 — vias in the first global route
• 0 — Final Hold Vio Count
• input port to output port — Tightest Hold Check Type
• 2420 ps — final worst slack
• A[0] — hold_sp
• 280 uW — cell-internal power
• 6 — Hold Path Cell Cnt
• 12720 ps — Required @ worst endpoint
• 1000 ps — largest incremental delay on the critical path
• 105 — tally of buffers added on design ports
• 0.0327 mV — Worst IR Drop VDD
• 74.2 MHz — Peak Freq
• 0 — Resized cells post-CTS
• out[2] — sink of the worst hold path
• 13480 ps — Min Clock Period, post-route
• 134 — total number of warnings across the stage logs
• clkdlybuf4s50_1, inv_1, ha_1, nor4_1, and3_1, a221o_1, nor2_2, xnor2_1, or4_4, or4_1, nor3_1, a211oi_1, a2111oi_0, a41oi_1, o211ai_1, clkdlybuf4s50_1 — crit path cell chain
• 2438 — number of cells after detailed placement
• 1.17 — weighted congestion reported at the end of routability-driven placement
• 3590 — 1st-iter DRT viols
• 2760 ps — worst-case setup slack after placement
• 10.9% — area growth from synthesis to layout
• 1240 ps — Tightest Pin Transition
• output port — nature of the critical path endpoint
• 2443 — number of cells in the finished layout apart from fillers
• 0.162 — Max-slew headroom
• 0.0533 — share of cells above drive strength 1
• 0 ps — setup total negative slack
• 832 uW — sum of internal, switching and leakage power
• 59 — floorplan row count
• 6.52 um^2 — average cell area after synthesis
• 10300 ps — worst path arrival time
• 61.8 mm — Final HPWL DP
• 26100 um^2 — core region area
• 4 — number of unconstrained endpoints
• 2053 — number of instances in the synthesized netlist
• 56.0 nW/um^2 — Cell Pwr Density
• 20 — largest fanout on the critical path
• 13400 um^2 — Synth Cell Area
• 2 — register pins left without a clock
• 0.512 — Starting Density
• 95 — number of library cell types mapped by synthesis
• 0 — max_cap viols
• 2053 — total cells reported by yosys after synthesis
-- synthesized netlist by cell type, types with 17 or more instances --
library cell | number | share of area
o221ai_1 | 26 | 0.017
nand4_1 | 64 | 0.030
a22oi_1 | 30 | 0.017
or3_1 | 22 | 0.010
a21oi_1 | 197 | 0.074
nand2b_1 | 17 | 0.0079
a221oi_1 | 48 | 0.031
nor2b_1 | 36 | 0.017
o211ai_1 | 21 | 0.012
o31ai_1 | 22 | 0.012
o21bai_1 | 19 | 0.011
and3_1 | 25 | 0.012
and2_1 | 30 | 0.014
o21ai_0 | 140 | 0.052
nor2_1 | 171 | 0.048
nand2_1 | 132 | 0.037
buf_2 | 18 | 0.0067
nor3_1 | 62 | 0.023
ha_1 | 138 | 0.13
xor2_1 | 39 | 0.026
clkbuf_1 | 79 | 0.022
xnor2_1 | 136 | 0.089
a211oi_1 | 28 | 0.016
nand3_1 | 60 | 0.022
inv_1 | 101 | 0.028
nor4_1 | 75 | 0.035
or4_1 | 25 | 0.014
-- state kept, by name (all words and copies together) (netlist names) --
signal and cells:
CF 1, VF 1
-- final cells by class --
class / instances / area [um^2]
multi-input cells: 1826 / 12500
fillers: 2563 / 11300
diodes: 5 / 12.5
inverters: 111 / 417
flip-flops and latches: 2 / 30.0
repair buffers: 164 / 1480
well taps: 335 / 419
-- cell families (layout without fill, tap and decap cells) --
family	after synthesis	in the layout	share of synthesized area
mux	16	16	0.0124
buf+inv	225	275	0.0659
other cells	0	5	0
compound gates	704	704	0.353
fa+ha+maj	141	141	0.134
simple gates	790	790	0.318
xor+xnor	175	175	0.115
latches	2	2	0.00224
-- per-stage QoR --
step	hold WS (ps)	cell area (um^2)
floorplan	6590	13400
global placement	7460	14800
detailed placement	7440	14800
CTS	7450	14800
global route	7520	14800
finish	7490	14800
-- worst max-delay path: cells and delay by family --
kind / cells / cell delay, ps
adders and majority gates: 1 / 570
buffers and inverters: 3 / 1190
and+or+nand+nor: 6 / 3300
xor gates and xnor gates: 1 / 290
AOI/OAI and AO/OA: 5 / 1760
-- metal layers --
| metal | part of all wire | track usage |
|---|---|---|
| met1 | 0.37 | 0.718 |
| met2 | 0.36 | 0.714 |
| met3 | 0.19 | 0.325 |
| met4 | 0.073 | 0.288 |
| met5 | 0.0015 | 0.0436 |
-- worst max path at each step --
stage	start	endpoint	slack (ps)	cells after the start
4_1_cts	db[8]	ZF	2750	16
6_report	db[8]	ZF	2420	16
5_1_grt	db[7]	NF	2270	16
-- cell usage in the layout, fill, tap and decap left out, drive strengths merged, types with 11 or more instances in the layout --
cell type	instances
a21oi	197
nor2	172
o21ai	144
ha	138
xnor2	136
nand2	132
inv	105
clkdlybuf4s50	103
nor4	79
nand4	65
nor3	64
buf	61
nand3	60
a221oi	50
xor2	39
nor2b	36
and2	30
a22oi	30
a211oi	30
or4	27
o221ai	26
and3	25
o31ai	22
or3	22
o211ai	21
o21bai	19
nand2b	17
o21a	16
a31oi	16
a21o	15
a2111oi	15
or2	14
o22ai	13
a211o	12
mux2i	11
No activity file was given, so power comes from the tool's default toggle rates.
